`flow/config.mk`:
```
export PLATFORM = sky130hd
export DESIGN_NAME = Carry_Select
export DESIGN_NICKNAME = Carry_Select
export VERILOG_FILES = /design/flow/design.v
export SDC_FILE = /design/flow/constraint.sdc
export NUM_CORES = 4
export LEC_CHECK = 1
export CORE_AREA = 10 10 70 70
export DIE_AREA = 0 0 80 80
```
`flow/constraint.sdc`:
```
current_design Carry_Select

set clk_period 4.5
set clk_io_pct 0.2

create_clock -name clk0 -period $clk_period

set non_clock_inputs [all_inputs -no_clocks]
set_input_delay [expr $clk_period * $clk_io_pct] -clock clk0 $non_clock_inputs
set_output_delay [expr $clk_period * $clk_io_pct] -clock clk0 [all_outputs]
```
`flow/design.v`:
```
`timescale 1ns / 1ps
module Carry_Select(
    input [7:0] A,
    input [7:0] B,
    input Cin,
    output [7:0] Sum
    );
    wire[3:0] Sum1, Sum2;
    wire c0, c1;
    wire sel;
    ripple_carry_adder_four rca_low(.C0(Cin), .A(A[3:0]), .B(B[3:0]), .Cout(sel), .Sum(Sum[3:0]));
    ripple_carry_adder_four rca_high_1(.C0(0), .A(A[7:4]), .B(B[7:4]), .Cout(c0), .Sum(Sum1));
    ripple_carry_adder_four rca_high_2(.C0(1), .A(A[7:4]), .B(B[7:4]), .Cout(c1), .Sum(Sum2));
    two_to_one_mux mux1(.A(Sum1), .B(Sum2), .S(sel), .Out(Sum[7:4]));
endmodule
module ripple_carry_adder_four(
    input C0,
    input [3:0] A,
    input [3:0] B,
    output Cout,
    output [3:0] Sum
    );
    wire c1, c2, c3;
    Full_Adder_Gate fa0(.A(A[0]), .B(B[0]), .Cin(C0), .Sum(Sum[0]), .Cout(c1));
    Full_Adder_Gate fa1(.A(A[1]), .B(B[1]), .Cin(c1), .Sum(Sum[1]), .Cout(c2));
    Full_Adder_Gate fa2(.A(A[2]), .B(B[2]), .Cin(c2), .Sum(Sum[2]), .Cout(c3));
    Full_Adder_Gate fa3(.A(A[3]), .B(B[3]), .Cin(c3), .Sum(Sum[3]), .Cout(Cout));
endmodule
`timescale 1ns / 1ps
module two_to_one_mux(
    input[3:0] A,
    input[3:0] B,
    input S,
    output[3:0] Out
    );
    assign Out = (S == 1'b0) ? A : B; 
endmodule
`timescale 1ns / 1ps
module Full_Adder_Gate(
    input A,
    input B,
    input Cin,
    output Sum,
    output Cout
    );
    wire w1, w2, w3;
    and AND1(w1,A, B);
    and AND2(w2,A, Cin);
    and AND3(w3,B, Cin);
    or OR1(Cout, w1, w2, w3);
    xor XOR1(Sum, A, B, Cin);
endmodule
```
`flow/run.sh`:
```
#!/bin/bash
# OpenROAD 26Q1-2900-gdf79404cd8, Yosys 0.63+post, stock flow scripts
make -C /OpenROAD-flow-scripts/flow DESIGN_CONFIG=/design/flow/config.mk WORK_HOME=/design/flow/orfs finish
```
==> changes_impl.md <==
## Flow update

- First-pass GRT wire length: 1360 microns
- Final setup viols: 0
- Vias: 275
- Unique cell type count in the Yosys netlist: 11
- Largest net degree at the start of global routing: 4
- DR iter-0 viols: 0
- Die H: 80 microns
- Synth Area per Inst: 8.88 sq um
- Crit. End Element: output pin
- Yosys stat area: 284 sq um
- CP Data Required Time: 3.60 ns
- Commonest cells post-synth: 9 x inv_1, 4 x buf_4, 4 x fa_1, 4 x ha_1, 3 x xnor2_1
- Flops: 0
- Worst setup path category: in2out
- Final Cycle Share: 96.3%
- I/O pins: 25
- CP Max Fanout: 3
- Crit start category: primary input
- Vias in the first global route: 302
- Pre-Place Util: 8.32%
- Dominant cell by count in the synthesized netlist: inv_1
- Tmin final: 4.33 ns
- Hold Violations, Final: 0
- Rel. slew slack: 83.9%
- RSZ-0062 raised after global routing: no
- Leak: 0.242 nW
- Routed len/inst: 8.07 microns
- Status: completed
- Layout area overhead: 110%
- Post-synthesis sequential area ratio: 0%
- Post-DRT Antenna Nets: 0
- FF+latch area: 0 sq um
- Port bufs: 25
- CP dominant cell by count: fa_2
- Tot GR Track Use: 2.55%
- Max IR drop VDD: 0.0352 mV
- Slowest CP cell: clkdlybuf4s50_1
- Slew at the pin closest to its max-slew limit: 0.241 ns
- Hold Crit Class: in2out
- Synth top area cells: fa_1 28%, ha_1 18%, inv_1 12%, buf_4 11%, xnor2_1 9.3%
- Grt ovf: 0
- Routed WL: 815 microns
- Synth area leader: fa_1
- F_max: 0.231 GHz
- Drt pass-1 iters: 1
- Final Util: 17.5%
- Layout cells sized above 1: 18.2%
- Ys Warns: 2
- Chip area: 0.00640 sq mm
- Vias/cell: 2.72
- Post-DP HPWL: 784 microns
- N_diodes: 0
- Final Max Tran Viols: 0
- Layout clock buffer count: 0
- Area leader share: 28.2%
- Die width: 80 microns
- Cell area after synthesis: 284 sq um
- Post-Synthesis Cells: 32
- Number of max-cap violations: 0
- Std-Cell Rows: 21
- Hold Slack: 2.55 ns
- CP max stage delay: 0.40 ns
- PD cells: 117 mW/mm^2
- DRC Markers: 0
- # Post-CTS Setup Buffers: 0
- Core area: 0.00342 sq mm
- GPL Wtd Cong: 0.813
- Hold buffer count at cts: 0
- Critical Path, Cell by Cell: clkdlybuf4s50_1 -> inv_1 -> fa_1 -> inv_1 -> fa_2 -> fa_2 -> fa_2 -> mux2i_4 -> o311ai_2 -> xnor2_1 -> clkbuf_2
- Log Warnings: 33
- Antenna violations before repair: 0
- Crit path DAT: 3.43 ns
- Cell total in the yosys stat output: 32
[logic make-up (layout without fill, tap and decap cells)]
group / Yosys count / after routing / share of synthesized area [%]
AOI/OAI and AO/OA: 3 / 3 / 10.1
adders and majority gates: 8 / 8 / 45.8
xor gates and xnor gates: 5 / 5 / 15.4
muxes: 1 / 1 / 3.52
buffers and inverters: 13 / 36 / 22.5
and+or+nand+nor: 2 / 2 / 2.64
[layer usage]
metal  wire, microns  vias up  GRT usage (%)
met2             243       24           3.05
met3             168        0           1.59
li1                -      138              -
met5               0        -              0
met4               0        0              0
met1             402      113           3.88
[per-stage QoR]
stage               total power [mW]  TNS, ns  area (sq um)  cells  worst slack, ns
detailed placement            0.0710   -0.950           577    101           -0.373
global placement              0.0701   -0.942           577    101           -0.379
floorplan                     0.0276        0           284     32            0.675
finish                        0.0695        0           597    101            0.167
global route                  0.0782        0           597    101           0.0451
CTS                           0.0708        0           593    101           0.0500
[critical path: cells and delay by family]
| kind | cells | cell delay, ns |
|---|---|---|
| AND-OR/OR-AND | 1 | 0.30 |
| adder cells (fa/ha/maj) | 4 | 1.23 |
| XOR/XNOR | 1 | 0.15 |
| multiplexers | 1 | 0.21 |
| buffers and inverters | 4 | 0.64 |
[path summary, 6_finish.rpt]
kind / start / end / slack (ns) / cells past startpoint
worst max-delay path: B[0] / Sum[7] / 0.17 / 11
worst min-delay path: A[7] / Sum[7] / 2.55 / 4
[cell usage in the layout (no fill, tap or decap), types with 2 or more instances in the layout]
cell / count
fa_2: 3
nor2_1: 2
ha_1: 4
xnor2_1: 3
clkdlybuf4s50_1: 22
inv_1: 8
dlygate4sd2_1: 2
buf_4: 2
[where the power goes]
| part | internal, mW | switching [mW] |
|---|---|---|
| clock | 0 | 0 |
| sequential | 0 | 0 |
| combinational | 0.0487 | 0.0208 |
| total | 0.0487 | 0.0208 |
[repair_timing]
item,in CTS,in global routing
resized,8,4
pin swaps,5,3
endpoints found under the setup margin,4,3
[layout make-up]
class,instances,area (sq um)
multi-input cells,19,248
well taps,46,57.6
fillers,388,2820
inverters,9,33.8
repair buffers,27,258
No activity file was given, so power comes from the tool's default toggle rates.
