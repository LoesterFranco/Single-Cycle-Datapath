<file path="flow/design.v">
`timescale 1ns / 1ps
module Full_Adder_Gate(
    input A,
    input B,
    input Cin,
    output Sum,
    output Cout
    );
    wire w1, w2, w3;
    and AND1(w1,A, B);
    and AND2(w2,A, Cin);
    and AND3(w3,B, Cin);
    or OR1(Cout, w1, w2, w3);
    xor XOR1(Sum, A, B, Cin);
endmodule
`timescale 1ns / 1ps
module ripple_carry_adder(
    input C0,
    input [7:0] A,
    input [7:0] B,
    output Cout,
    output [7:0] Sum
    );
    wire c1, c2, c3, c4, c5, c6, c7;
    Full_Adder_Gate fa0(.A(A[0]), .B(B[0]), .Cin(C0), .Sum(Sum[0]), .Cout(c1));
    Full_Adder_Gate fa1(.A(A[1]), .B(B[1]), .Cin(c1), .Sum(Sum[1]), .Cout(c2));
    Full_Adder_Gate fa2(.A(A[2]), .B(B[2]), .Cin(c2), .Sum(Sum[2]), .Cout(c3));
    Full_Adder_Gate fa3(.A(A[3]), .B(B[3]), .Cin(c3), .Sum(Sum[3]), .Cout(c4));
    Full_Adder_Gate fa4(.A(A[4]), .B(B[4]), .Cin(c4), .Sum(Sum[4]), .Cout(c5));
    Full_Adder_Gate fa5(.A(A[5]), .B(B[5]), .Cin(c5), .Sum(Sum[5]), .Cout(c6));
    Full_Adder_Gate fa6(.A(A[6]), .B(B[6]), .Cin(c6), .Sum(Sum[6]), .Cout(c7));
    Full_Adder_Gate fa7(.A(A[7]), .B(B[7]), .Cin(c7), .Sum(Sum[7]), .Cout(Cout));
endmodule
</file>
<file path="flow/run.sh">
#!/bin/bash
# OpenROAD 26Q1-2900-gdf79404cd8, Yosys 0.63+post, stock flow scripts
make -C /OpenROAD-flow-scripts/flow DESIGN_CONFIG=/design/flow/config.mk WORK_HOME=/design/flow/orfs finish
</file>
<file path="flow/config.mk">
export PLATFORM = sky130hd
export DESIGN_NAME = ripple_carry_adder
export DESIGN_NICKNAME = ripple_carry_adder
export VERILOG_FILES = /design/flow/design.v
export SDC_FILE = /design/flow/constraint.sdc
export NUM_CORES = 4
export LEC_CHECK = 1
export CORE_AREA = 10 10 70 70
export DIE_AREA = 0 0 80 80
</file>
<file path="flow/constraint.sdc">
current_design ripple_carry_adder

set clk_period 2.9
set clk_io_pct 0.2

create_clock -name clk0 -period $clk_period

set non_clock_inputs [all_inputs -no_clocks]
set_input_delay [expr $clk_period * $clk_io_pct] -clock clk0 $non_clock_inputs
set_output_delay [expr $clk_period * $clk_io_pct] -clock clk0 [all_outputs]
</file>
==> results.rst <==
Physical design figures
=======================

.. list-table::
   :header-rows: 1

   * - Metric
     - Value
   * - Area leader share
     - 62.14%
   * - Chip Area, Yosys
     - around 260 sq um
   * - Non-filler instance count after layout
     - 90
   * - Number of warnings reported in the yosys synthesis log
     - 0
   * - Row count
     - 21
   * - Fraction of layout cells with a size suffix above 1
     - a little over half
   * - Seq share, synth
     - 0%
   * - Setup TNS
     - -4.413 ns
   * - Mapped Avg Cell Area
     - 9.913 sq um
   * - GRT Residual Overflow
     - 0
   * - Maximum achievable frequency
     - ~0.24 GHz
   * - Ant. Diodes
     - 0
   * - Category of the worst setup path capture point
     - primary output
   * - Static power due to leakage
     - ~0.22 nW
   * - Remaining number of nets flagged by the antenna check after routing
     - 0
   * - Kind of critical path
     - input port to primary output
   * - Slew of the pin with the lowest slew margin
     - 0.1137 ns
   * - Cell Type Count
     - 3
   * - HPWL Detailed
     - 742.2 um
   * - Shortest period the worst path allows
     - 4.246 ns
   * - Die Span Y
     - 80 um
   * - WHS
     - 1.890 ns
   * - Result of the run
     - finished with violations
   * - DRC errors left
     - 0
   * - Number of maximum-capacitance constraint violations
     - 0
   * - 1st-pass router iterations
     - 2
   * - Maximum net fanout on the critical path
     - 1
   * - Vias in the first global route
     - between 200 and 300
   * - Number of hold buffers added after cts
     - 0
   * - Via density
     - 2.400
   * - FFs & Latches
     - 0
   * - Largest cells by area after synthesis
     - sky130_fd_sc_hd__fa_1 62%, sky130_fd_sc_hd__buf_4 23%, sky130_fd_sc_hd__inv_1 15%
   * - WP data arrival
     - 3.67 ns
   * - Worst-case headroom to the max-slew limit
     - 92.40%
   * - Post-synthesis cell count from yosys
     - 26
   * - Die width
     - 80 um
   * - All-Layer GR Usage
     - 2.312%
   * - Post-route setup slack
     - -1.346 ns
   * - Last weighted congestion value of the routability-driven placer
     - between 0.8 and 0.9
   * - Failing checks
     - negative setup slack
   * - Path category of the worst min-delay check
     - input port to primary output
   * - Initial antenna violation count
     - 0
   * - Init Core Util
     - 7.546%
   * - Final clock period utilization by the worst path
     - 146.4%
   * - Cells after Synth
     - 26
   * - Final count of negative-setup-slack endpoints
     - 5
   * - Crit path required time
     - between 2 and 2.5 ns
   * - Category of the worst setup path launch point
     - input port
   * - Wire length of the first global-routing pass
     - 1166 um
   * - Unrepaired setup endpoints after global routing
     - true
   * - Via total after detailed routing
     - about 220
   * - Total wirelength of the detailed-routed design
     - 738 um
   * - Count of buffers from port buffering
     - 26
   * - Maximum number of pins on one net before global-route repair
     - 2
   * - Top-Level Pins
     - 26
   * - Hold violation count in the final report
     - 0
   * - Standard cell core area
     - 3416 sq um
   * - Power consumption
     - 0.00009041 W
   * - OpenROAD warnings
     - 35
   * - Area of the die
     - 6400 sq um
   * - Cell area after technology mapping
     - 257.7 sq um
   * - Synthesis-to-layout area growth
     - 109.2%
   * - Cell total after placement
     - 90
   * - Worst supply voltage drop on vdd
     - 0.00006247 V
   * - Number of clock buffers in the layout
     - 0
   * - Sequential cell area in the final layout
     - 0 sq um
   * - Max-slew violations
     - 0
   * - Number of violations reported at the end of detailed-routing iteration 0
     - 1
   * - Detailed-route wire length per cell
     - roughly 8.2 um
   * - Cell taking the most area after synthesis
     - sky130_fd_sc_hd__fa_1
   * - Power density over the cells
     - 167.7 nW/um^2
Yosys cell counts, drive strengths merged:
library cell / instances
buf: 8
fa: 8
inv: 10
timing repair:
item	in CTS	in global routing
setup endpoints to repair	8	7
pin swaps	8	8
gates resized	40	6
setup buffers	0	0
cells in the final DEF (no fill, tap or decap), drive strengths merged:
cell | netlist | layout
clkdlybuf4s50 | 0 | 14
buf | 8 | 9
clkinv | 0 | 1
fa | 8 | 8
dlygate4sd2 | 0 | 2
inv | 10 | 9
dlymetal6s2s | 0 | 1
logic make-up (layout without fill, tap and decap cells):
| family | after synthesis | after routing | synth area share (%) |
|---|---|---|---|
| buf+inv | 18 | 36 | 37.87 |
| fa+ha+maj | 8 | 8 | 62.13 |
through the flow:
step | instance area, sq um | setup WS (ns) | utilization, %
CTS | 528.0 | -1.470 | 15.46
finish | 539.3 | -1.346 | 15.79
global placement | 550.5 | -2.188 | 16.12
detailed placement | 550.5 | -2.208 | 16.12
global route | 539.3 | -1.456 | 15.79
floorplan | 296.5 | -1.129 | -
power breakdown:
group	internal (W)	switching, W	leakage (nW)
sequential	0	0	0
clock	0	0	0
combinational	0.0000609	0.0000295	0.224
metal layers:
metal	part of all wire (%)	track usage, %
met5	0	0
met4	0	0
met3	30	2.500
met2	28	2.729
met1	42	2.929
worst max-delay path, stage by stage:
cell and delay, ns:
sky130_fd_sc_hd__buf_8 0.11, sky130_fd_sc_hd__inv_12 0.04, sky130_fd_sc_hd__fa_2 0.18, sky130_fd_sc_hd__inv_2 0.04, sky130_fd_sc_hd__fa_2 0.34, sky130_fd_sc_hd__fa_2 0.39
sky130_fd_sc_hd__fa_2 0.35, sky130_fd_sc_hd__fa_2 0.34, sky130_fd_sc_hd__fa_2 0.34, sky130_fd_sc_hd__fa_2 0.34, sky130_fd_sc_hd__inv_2 0.06, sky130_fd_sc_hd__fa_2 0.42
sky130_fd_sc_hd__inv_2 0.05, sky130_fd_sc_hd__buf_2 0.09
worst paths after layout:
kind  from      to  slack, ns  cells after the start
max   A[0]  Sum[7]      -1.35                     14
min   B[1]  Sum[2]       1.89                      4
final cells by class:
cell class,count,area [sq um]
Fill cell,391,2877
Timing Repair Buffer,26,244.0
Multi-Input combinational cell,8,180.2
Inverter,10,57.56
Tap cell,46,57.56
Power is estimated from default activity; no workload was simulated.
