## flow/design.v

```verilog
`timescale 1ns / 1ps
module ALU(
    input [3:0] A,
    input [3:0] B,
    input [3:0]OPCODE,
    input Cin,
    output reg [3:0] Y,
    output reg N,
    output Z,
    output C,
    output V
    );
    reg Cout;
    reg [4:0] temp_add;
    initial 
    begin
        Y = 4'b0000;
        Cout = 1'b0;
        N = 1'b0;
    end
    always @(*) begin
        Cout = 1'b0;
        case(OPCODE)
            4'b0001: Y <= A & B;
            4'b0010: Y <= A | B;
            4'b0011: Y <= ~A;
            4'b0100: Y <= A ^ B;
            4'b0101: Y <= A << B;
            4'b0110: 
            begin
            Y <= $signed(A) >>> B;
            N <= (Y[3] == 1) ? 1 : 0;
            end
            4'b0111: Y <= A >> B;
            4'b1000: 
            begin
            temp_add = A + B + Cin;
            Y <= temp_add[3:0];
            Cout <= temp_add[4];
            end
            4'b1001: 
            begin
            Y <= A - B;
            N <= (Y[3] == 1) ? 1 : 0;
            end
            default: Y <= 4'b0000;
        endcase   
    end 
    assign C = (Cout == 1) ? 1 : 0;
    assign Z = (Y == 0 && C != 1) ? 1 : 0;
    assign V = (Y[3] != Cout && Cout != 0) ? 1 : 0;
endmodule
`timescale 1ns / 1ps
module seven_segment(input [3:0] in, output reg [3:0] seven_enable, output reg A,  output reg B, output reg C, output reg D, output reg E, output reg F, output reg G);
    initial
    begin
        A <= 1'b0;
        B <= 1'b0;
        C <= 1'b0;
        D <= 1'b0;
        E <= 1'b0;
        F <= 1'b0;
        G <= 1'b1;
        seven_enable <= 4'b1110;
    end
    always @(*) begin
        case(in)
            4'b0000:  
            begin
                A = 1'b0;
                B = 1'b0;
                C = 1'b0;
                D = 1'b0;
                E = 1'b0;
                F = 1'b0;
                G = 1'b1;
            end
            4'b0001:  
            begin
                A = 1'b1;
                B = 1'b0;
                C = 1'b0;
                D = 1'b1;
                E = 1'b1;
                F = 1'b1;
                G = 1'b1;
            end
            4'b0010:  
            begin
                A = 1'b0;
                B = 1'b0;
                C = 1'b1;
                D = 1'b0;
                E = 1'b0;
                F = 1'b1;
                G = 1'b0;
            end
            4'b0011:  
            begin
                A = 1'b0;
                B = 1'b0;
                C = 1'b0;
                D = 1'b0;
                E = 1'b1;
                F = 1'b1;
                G = 1'b0;
            end
            4'b0100:  
            begin
                A = 1'b1;
                B = 1'b0;
                C = 1'b0;
                D = 1'b1;
                E = 1'b1;
                F = 1'b0;
                G = 1'b0;
            end
            4'b0101:  
            begin
                A = 1'b0;
                B = 1'b1;
                C = 1'b0;
                D = 1'b0;
                E = 1'b1;
                F = 1'b0;
                G = 1'b0;
            end
            4'b0110:  
            begin
                A = 1'b0;
                B = 1'b1;
                C = 1'b0;
                D = 1'b0;
                E = 1'b0;
                F = 1'b0;
                G = 1'b0;
            end
            4'b0111:  
            begin
                A = 1'b0;
                B = 1'b0;
                C = 1'b0;
                D = 1'b1;
                E = 1'b1;
                F = 1'b1;
                G = 1'b1;
            end
            4'b1000:  
            begin
                A = 1'b0;
                B = 1'b0;
                C = 1'b0;
                D = 1'b0;
                E = 1'b0;
                F = 1'b0;
                G = 1'b0;
            end
            4'b1001:  
            begin
                A = 1'b0;
                B = 1'b0;
                C = 1'b0;
                D = 1'b1;
                E = 1'b1;
                F = 1'b0;
                G = 1'b0;
            end
            4'b1010:  
            begin
                A = 1'b0;
                B = 1'b0;
                C = 1'b0;
                D = 1'b1;
                E = 1'b0;
                F = 1'b0;
                G = 1'b0;
            end
            4'b1011:  
            begin
                A = 1'b1;
                B = 1'b1;
                C = 1'b0;
                D = 1'b0;
                E = 1'b0;
                F = 1'b0;
                G = 1'b0;
            end
            4'b1100:  
            begin
                A = 1'b0;
                B = 1'b1;
                C = 1'b1;
                D = 1'b0;
                E = 1'b0;
                F = 1'b0;
                G = 1'b1;
            end
            4'b1101:  
            begin
                A = 1'b1;
                B = 1'b0;
                C = 1'b0;
                D = 1'b0;
                E = 1'b0;
                F = 1'b1;
                G = 1'b0;
            end
            4'b1110:  
            begin
                A = 1'b0;
                B = 1'b1;
                C = 1'b1;
                D = 1'b0;
                E = 1'b0;
                F = 1'b0;
                G = 1'b0;
            end
            4'b1111:  
            begin
                A = 1'b0;
                B = 1'b1;
                C = 1'b1;
                D = 1'b1;
                E = 1'b0;
                F = 1'b0;
                G = 1'b0;
            end
        endcase
    end
endmodule
module Top_module(clk, rst, switches, leds, seven_seg, seven_enable, btn);
    input clk, rst;  
    input [1:0] btn;  
    input [15:0] switches;  
    output [3:0] leds;  
    output [6:0] seven_seg;  
    output  [3:0] seven_enable;  
    reg [3:0] A;
    reg [3:0] B;
    reg [3:0] SEL;
    wire [3:0] out;
    always @ (posedge clk or posedge rst)
    begin
        if (rst)
            begin
                A = 4'b0;
                B = 4'b0;
                SEL = 4'b0;
            end
        else
            begin
                if (btn[0]) begin
                    A <= switches[3:0];
                    B <= switches[7:4];
                end
                if (btn[1])
                    SEL <= switches[11:8];
            end
    end
    ALU alu(.A(A), .B(B), .OPCODE(SEL), .Cin(switches[12]), .Y(out), .N(leds[3]), .Z(leds[2]), .C(leds[1]), .V(leds[0]));
    seven_segment sev_seg(.in(out), .seven_enable(seven_enable), .A(seven_seg[0]), .B(seven_seg[1]), .C(seven_seg[2]), .D(seven_seg[3]), .E(seven_seg[4]), .F(seven_seg[5]), .G(seven_seg[6]));
endmodule
```

## flow/run.sh

```bash
#!/bin/bash
# OpenROAD 26Q1-2900-gdf79404cd8, Yosys 0.63+post, stock flow scripts
make -C /OpenROAD-flow-scripts/flow DESIGN_CONFIG=/design/flow/config.mk WORK_HOME=/design/flow/orfs finish
```

## flow/config.mk

```make
export PLATFORM = sky130hd
export DESIGN_NAME = Top_module
export DESIGN_NICKNAME = Top_module
export VERILOG_FILES = /design/flow/design.v
export SDC_FILE = /design/flow/constraint.sdc
export NUM_CORES = 4
export LEC_CHECK = 1
export CORE_AREA = 10 10 101 101
export DIE_AREA = 0 0 111 111
```

## flow/constraint.sdc

```tcl
current_design Top_module

set clk_period 4.7
set clk_io_pct 0.2

create_clock -name clk0 -period $clk_period [get_ports {clk}]

set non_clock_inputs [all_inputs -no_clocks]
set_input_delay [expr $clk_period * $clk_io_pct] -clock clk0 $non_clock_inputs
set_output_delay [expr $clk_period * $clk_io_pct] -clock clk0 [all_outputs]
```

==> impl_metrics.env <==
# flow metrics
export IMPL_async_flop_share_pct=92.3
export IMPL_final_common_cell="clkdlybuf4s50_1"
export IMPL_grt_usage_pct=6.76
export IMPL_cts_root_buf="clkbuf_8"
export IMPL_clockBufferDepth=2
export IMPL_drc=0
export IMPL_comb_area_um2=1320
export IMPL_critPathArrivalTime_ps=3640
export IMPL_outcome="finished, final reports clean"
export IMPL_wl_met3_um=373
export IMPL_cts_buffers=3
export IMPL_cts_hold_fix_buffers=0
export IMPL_first_pass_iters=5
export IMPL_p_leak_nw=0.916
export IMPL_ant_nets=0
export IMPL_antenna_found_initial=0
export IMPL_topCellsByArea="dfrtp_1 17%, ha_1 12%, buf_4 6.6%"
export IMPL_untimed_endpoints=2
export IMPL_finClkSkew_ps=0
export IMPL_first_global_vias=1529
export IMPL_tns_ps=0
export IMPL_pre_cts_slack_ps=-299
export IMPL_initCoreUtil_pct=22.3
export IMPL_h_tree_depth=1
export IMPL_drv_slew=0
export IMPL_netlist_area_um2=1810
export IMPL_postLayoutCoreUtil_pct=27.9
export IMPL_die_h_um=111
export IMPL_yosysUniqueCellTypes=56
export IMPL_dp_cells=347
export IMPL_fin_cells=352
export IMPL_rsz0062_at_grt="no"
export IMPL_portBuffers=27
export IMPL_yosys_area_um2=1810
export IMPL_ys_cells=227
export IMPL_ys_warn_count=3
export IMPL_setup_viol=0
export IMPL_wl_met2_um=1760
export IMPL_slew_headroom_pct=59.8
export IMPL_place_congestion=0.899
export IMPL_dp_hpwl_um=3470
export IMPL_powerDensity_nw_per_um2=257
export IMPL_setup_slack_ps=121
export IMPL_m1WireLength_um=2300
export IMPL_grt_max_degree=20
export IMPL_avgViaCountPerCell=4.80
export IMPL_cp_max_fo=3
export IMPL_syn_inst=227
export IMPL_hold_viol=0
export IMPL_period_needed_ps=4580
export IMPL_synthToLayoutAreaGrowth_pct=25.2
export IMPL_wire_per_inst_um=12.7
export IMPL_critical_path_class="in -> out"
export IMPL_dieWidth_um=111
export IMPL_hp_class="reg -> reg"
export IMPL_top_area_cell="dfrtp_1"
export IMPL_grt_overflow_total=0
export IMPL_cp_end_kind="output port"
export IMPL_yosys_register_bits=13
export IMPL_max_clock_freq_mhz=218
export IMPL_critPathLaunchType="primary input"
export IMPL_hold_slack_ps=737
export IMPL_edf_count=0
export IMPL_grt_pass1_wl_um=7420
export IMPL_wirelength_um=4470
export IMPL_cts_reportedPaths_clkPinSlew_ps=40
export IMPL_unclocked_pins=1
export IMPL_finalClockPeriodUsage_pct=97.4
export IMPL_final_layout_top_logic_cells="24 x clkdlybuf4s50_1, 20 x nand2_1, 18 x inv_1"
export IMPL_ff_latch_area_um2=317
export IMPL_tool_warnings=40
export IMPL_vias=1691
export IMPL_coreArea_um2=8130
export IMPL_drt_initial_drc_count=197
export IMPL_avgSynthCellArea_um2=7.98
export IMPL_dieArea_um2=12300
export IMPL_crit_required_ps=3760
export IMPL_top_layer="met4"
export IMPL_antennaDiodeCount=0
export IMPL_synth_top_area_share_pct=16.6
export IMPL_num_rows=33
export IMPL_drive_gt1_share_pct=19.0
export IMPL_cap_violations=0
export IMPL_synthFlopType="dfrtp_1"
export IMPL_nFillCells=857
export IMPL_insertion_delay_ps=230
export IMPL_peakVddDrop_uv=156
export IMPL_cts_tree="done"
export IMPL_tightest_slew_ps=603
export IMPL_ios=35
==> sequential cells by signal, summed over array words and instances (netlist names) <==
signal	count
A	4
B	4
SEL	4
alu.N	1
==> per-layer routing <==
metal	track usage, %	vias to the layer above
met4	0.608	0
met5	0	-
met3	1.59	7
met1	10.4	775
li1	-	836
met2	9.55	73
==> power by group <==
part / internal [mW] / switching [mW]
Clock: 0.0558 / 0.0304
Combinational: 0.194 / 0.157
Sequential: 0.115 / 0.0309
==> through the flow <==
step	cell area, um^2	power (mW)
2_1_floorplan	1820	0.374
3_3_place_gp	2120	0.470
3_5_place_dp	2120	0.472
4_1_cts	2200	0.564
5_1_grt	2270	0.638
6_report	2270	0.583
==> critical path, cell delays in order <==
cell and delay (ps):
clkdlybuf4s15_1 190, fa_2 220, inv_2 40, fa_1 540
nor3_2 50, a21oi_2 150, o211ai_1 120, buf_4 190
buf_4 140, ha_4 160, or3_4 370, o221a_1 120
clkdlybuf4s50_1 400
==> worst paths after layout <==
path,startpoint,end,slack (ps),depth (start not counted)
setup / recovery,switches[12],seven_seg[0],120,13
hold / removal,B[1]$_DFFE_PP0P_,B[1]$_DFFE_PP0P_,740,2
setup reg to reg,SEL[1]$_DFFE_PP0P_,SEL[1]$_DFFE_PP0P_,3550,2
hold reg to reg,B[1]$_DFFE_PP0P_,B[1]$_DFFE_PP0P_,740,2
max in group asynchronous,rst,A[0]$_DFFE_PP0P_,3350,2
min in group asynchronous,rst,SEL[0]$_DFFE_PP0P_,1020,2
==> logic make-up after synthesis <==
kind of cell,synth area share [%]
xor gates and xnor gates,0.968
other,0.415
muxes,8.09
DFF,16.6
latches,0.829
AOI/OAI and AO/OA,20.5
and+or+nand+nor,22.4
buffers and inverters,15.2
adders and majority gates,15.1
==> what timing repair did <==
item                       in CTS  in global routing
gates resized                  11                 13
setup endpoints to repair       8                  7
setup buffers                   1                  1
hold endpoints to repair        0                  0
pin swaps                       5                  6
==> synth_stat cells, drive strengths merged (4+ instances only) <==
cell and number:
nand2 20, o21ai 16, nand3 4, nor3 10, nor2 15, dfrtp 12, nor4 4, ha 17
a21oi 12, mux2i 9, mux2 5, inv 20, buf 26
==> area by class of cell <==
cell class,count,share of cell area (%)
inverters,20,3.31
well taps,105,5.79
multi-input cells,168,58.0
repair buffers,43,17.1
flip-flops and latches,13,14.0
clock buffers,3,1.82
No activity file was given, so power comes from the tool's default toggle rates.
